==> design.v <==
`timescale 1ns / 1ps
module fifo_generic #(
    parameter DataWidth = 32, 
    parameter int unsigned FifoDepth = 8  
    ) (
    input logic                    clk,
    input logic                    i_rst,
    input logic                    i_read,
    input logic                    i_write,
    input logic  [DataWidth - 1:0] i_write_data,
    output logic [DataWidth - 1:0] o_read_data,
    output logic                   o_full,
    output logic                   o_empty
    );
    localparam mem_addr_width = $clog2(FifoDepth);
    logic [DataWidth - 1:0] fifo_mem[0: FifoDepth - 1];  
    logic [mem_addr_width:0] write_ptr;
    logic [mem_addr_width:0] read_ptr;
    wire logic [mem_addr_width - 1:0] write_addr;  
    wire logic [mem_addr_width - 1:0] read_addr;  
    assign write_addr = write_ptr[mem_addr_width - 1:0];
    assign read_addr = read_ptr[mem_addr_width - 1:0];
    logic read_en;
    logic write_en;
    wire logic addr_equal;
    wire logic ptr_msb_equal;
    assign read_en = (i_read && !o_empty) ? 1'b1 : 1'b0;
    assign write_en = (i_write && !o_full) ? 1'b1 : 1'b0;
    always_ff @(posedge clk) begin
        if (i_rst == 1'b1) begin 
            read_ptr <= 0;  
        end else if (read_en) begin
            read_ptr <= read_ptr + 1'b1;
        end
    end
    always_ff @(posedge clk) begin
        if (read_en && !o_empty) begin
            o_read_data <= fifo_mem[read_addr];
        end
    end
    always_ff @(posedge clk) begin
        if (i_rst == 1'b1) begin
            write_ptr <= 0;  
        end else if (i_write && !o_full) begin
            write_ptr <= write_ptr + 1;
        end   
    end  
    always_ff @(posedge clk) begin
        if (write_en && !o_full) begin
            fifo_mem[write_addr] <= i_write_data;
        end 
    end 
    assign addr_equal = (write_addr == read_addr) ? 1'b1 : 1'b0;
    assign ptr_msb_equal = (write_ptr[mem_addr_width] == read_ptr[mem_addr_width]) ? 1'b1 : 1'b0;
    assign o_empty = (addr_equal && ptr_msb_equal) ? 1'b1 : 1'b0;  
    assign o_full = (addr_equal && !ptr_msb_equal) ? 1'b1 : 1'b0;  
endmodule
==> run.sh <==
#!/bin/bash
# OpenROAD 26Q1-2900-gdf79404cd8, Yosys 0.63+post, stock flow scripts
make -C /OpenROAD-flow-scripts/flow DESIGN_CONFIG=/design/flow/config.mk WORK_HOME=/design/flow/orfs finish
==> config.mk <==
export PLATFORM = sky130hd
export DESIGN_NAME = fifo_generic
export DESIGN_NICKNAME = fifo_generic
export VERILOG_FILES = /design/flow/design.v
export SDC_FILE = /design/flow/constraint.sdc
export NUM_CORES = 4
export LEC_CHECK = 1
export CORE_UTILIZATION = 30
==> constraint.sdc <==
current_design fifo_generic

set clk_period 11.9
set clk_io_pct 0.2

create_clock -name clk0 -period $clk_period [get_ports {clk}]

set non_clock_inputs [all_inputs -no_clocks]
set_input_delay [expr $clk_period * $clk_io_pct] -clock clk0 $non_clock_inputs
set_output_delay [expr $clk_period * $clk_io_pct] -clock clk0 [all_outputs]
==> metrics.cfg <==
[clocking]
cts_resized=0
cts_num_sinks=296
cts_buffers=29
post-cts-setup-buffers=0
clockRootBuffer=clkbuf_16
cts_tree=built
cts_hold_buf=0
clk_latency_ps=540
clk_pin_slew_ps=60
h-tree-depth=1
cts_max_path_buffers=3

[floorplanning]
dieArea_sq_um=38500
rows=70
fp.coreArea_sq_um=36900
die_y_um=196
dieWidth_um=196
initial_core_util=0.307
ios=70

[worst_setup_path]
r2r_cells=5
cp-start-kind=flip-flop
reg2reg_to=fifo_mem[2][19]
max_stage_delay_ps=570
rr_startpoint=read_ptr[2]
path_max_fanout=37
cp_data_arrival_time_ps=2560
cp_num_buf_inv=2
reg2reg_slack_ps=9170
worstSetupEndpointType=output pin
path_cells=buf_4, xnor2_1, nand3_1, nor2_1, clkdlybuf4s50_1
required_ps=9520
cpMaxStageDelayCell=buf_4
path_class=flip-flop to output pin
crit_family=buffers and inverters

[worst_hold_path]
hp-start=write_ptr[3]
holdPathStages=2
hp-class=flip-flop to flip-flop
min_to=read_ptr[3]

[global_routing]
use_met2=0.187
grt_pass1_vias=5575
grt_pass1_wl_mm=32.4
grt_antenna_before_repair=1
grt_max_degree=50
track_usage=0.121
met3_usage=0.0772
grt_busiest_layer=met2
grt_use_met1=0.150
grt-ovfl-total=0

[yosys]
top_area_cell=edfxtp_1
synth.logic.top_family=multiplexers
top_cell_area_share=0.763
ys.flops=296
aoi_share=0.00596
synth_warnings=1
ys_sh_adder=0.00221
synth.mux.area_fraction=0.173
syn_inst=481
syn_area_sq_um=11300
topCellsByArea=edfxtp_1 (76%), mux4_2 (13%), mux2_4 (2.7%)
ys_sh_simple=0.0201
xor_area_frac=0.00618
postSynth.asyncResetShare=0
synth-main-ff-cell=edfxtp_1
syn_avg_cell_area_sq_um=23.6
edf_count=288
yosys_area_sq_um=11300
synth.distinct_cells=36
yosys.stat.seqShare=0.777
ys_cells=481

[routing]
drtPass1Iterations=4
insertedDiodeCount=0
drt_iter0_markers=338
vias=5022
viasPerCell=4.61
wl_per_cell_um=19.6
drc=0
wl_mm=21.4
ant_nets=0

[finish]
final_area_sq_um=13500
syn_to_final_growth_pct=19.5
finish.utilization=0.367
fillers=3279
drive_above_1_share=0.274

[final_timing]
max_freq_mhz=202
slew_viol_final=0
slew_headroom=0.509
period_minus_slack_ps=4940
tightest_slew_ps=736
grt_setup_unrepaired=false
tns_ps=0
hold_viol_final=0
setup_violations=0
fin_skew_ps=17.7
period_used_share=0.415

[power]
seqPwrFrac=0.527
p_sw_frac=0.206
vdd_ir_drop_max_v=0.0000995
finalPower_mw=2.34
p_per_area_nw_per_um2=173
combPwrFrac=0.105
clkPwrFrac=0.368
p_switching_mw=0.481
leakage_nw=4.19
intPower_mw=1.86

[placed_design]
placed_area_sq_um=12600
dpl.hpwl_mm=11.8
place_congestion=0.766
portBuffers=69

[run]
tool_warnings=25
drv_cap=0

[status]
status=completed

[layout by cell type, fill, tap and decap left out, types with 2 or more instances in the layout]
master	netlist	routed
edfxtp_1	288	288
clkdlybuf4s50_1	0	69
mux4_2	64	64
clkbuf_16	0	29
mux2_4	20	20
buf_4	0	13
mux2_2	12	12
nor2b_1	6	6
clkinv_1	0	6
clkbuf_1	6	6
nand2b_1	5	5
nor2_1	6	5
mux2_1	5	5
dfxtp_1	8	5
xor2_1	4	4
xnor2_1	4	4
nand2_1	4	4
clkinv_2	0	4
nor4_2	1	3
nor4b_2	0	3
mux2i_1	3	3
bufinv_16	0	3
nand4_1	2	2
a41oi_1	2	2
nor3_1	2	2
ha_1	2	2
dfxtp_4	0	2
[power groups by stage]
| stage | logic (mW) | registers [mW] | clock network [mW] |
|---|---|---|---|
| after CTS | 0.253 | 1.23 | 0.882 |
| after global routing | 0.266 | 1.24 | 0.919 |
| final | 0.245 | 1.23 | 0.861 |
[worst min-delay path: stages, from the launching register on]
cell      delay (ps)
dfxtp_1          380
nand2_1          100
o311ai_1          80
[synthesized netlist by cell type, types with 2 or more instances]
| cell type | number |
|---|---|
| a41oi_1 | 2 |
| buf_1 | 2 |
| buf_2 | 13 |
| buf_6 | 2 |
| buf_8 | 3 |
| clkbuf_1 | 6 |
| dfxtp_1 | 8 |
| edfxtp_1 | 288 |
| ha_1 | 2 |
| mux2_1 | 5 |
| mux2_2 | 12 |
| mux2_4 | 20 |
| mux2i_1 | 3 |
| mux4_2 | 64 |
| nand2_1 | 4 |
| nand2b_1 | 5 |
| nand4_1 | 2 |
| nor2_1 | 6 |
| nor2b_1 | 6 |
| nor3_1 | 2 |
| nor4_1 | 2 |
| nor4b_1 | 3 |
| o41a_1 | 2 |
| xnor2_1 | 4 |
| xor2_1 | 4 |
[per-stage QoR]
step           setup slack, ps  hold slack (ps)  instances
3_3_place_gp              7470              556       1040
3_5_place_dp              7420              589       1040
2_1_floorplan             5570              590        481
4_1_cts                   6940              601       1089
6_report                  6960              602       1089
5_1_grt                   6830              649       1089
[registers in the layout (all words and copies together), names as in the netlist]
| name | count |
|---|---|
| fifo_mem | 256 |
| o_read_data | 32 |
| read_ptr | 4 |
| write_ptr | 4 |
[cell type report]
class / count / area (sq um) / share of cell area
tap: 504 / 631 / 0.0466
clock inverter: 14 / 141 / 0.0104
clock buffer: 35 / 748 / 0.0553
multi-input combinational: 158 / 2410 / 0.178
timing repair buffer: 82 / 788 / 0.0582
sequential: 296 / 8820 / 0.651
[worst max path at each step]
stage     depth (start not counted)  slack, ps       to   startpoint
4_1_cts                           5       6940  o_empty  read_ptr[2]
5_1_grt                           5       6830  o_empty  read_ptr[2]
6_report                          5       6960  o_empty  read_ptr[2]
[layer usage]
metal | part of all wire | up-vias
met5 | 0.00042 | -
met4 | 0.014 | 2
met3 | 0.13 | 30
met2 | 0.49 | 270
met1 | 0.36 | 2535
li1 | - | 2185
[logic make-up (layout without fill, tap and decap cells)]
family                   after synthesis  after routing
flip-flops                           296            296
multiplexers                         104            104
AND/OR/NAND/NOR                       37             37
buffers and inverters                 27            131
XOR/XNOR                               8              8
AND-OR/OR-AND                          7              7
adder cells (fa/ha/maj)                2              2
